### flow/design.v
module data_memory #(
	parameter int unsigned DMEM_W = 11
)(
	input  logic              clk_i		,
	input  logic              rst_ni	,
	input  logic [DMEM_W-1:0] addr_i	,
	input  logic              st_en_i	,
	input  logic [31:0]       st_data_i ,
	input  logic [3:0]        mask_i	,
	output logic [31:0]       ld_data_o 
);
	logic [3:0][7:0] dmem [0:2**(DMEM_W-2)-1];  
	always @(posedge clk_i ) begin : proc_data
    if (st_en_i) begin
      if (mask_i[0]) begin
        dmem[addr_i[DMEM_W-1:2]][0] <= st_data_i[ 7: 0];
      end
      if (mask_i[1]) begin
        dmem[addr_i[DMEM_W-1:2]][1] <= st_data_i[15: 8];
      end
      if (mask_i[2]) begin
        dmem[addr_i[DMEM_W-1:2]][2] <= st_data_i[23:16];
      end
      if (mask_i[3]) begin
        dmem[addr_i[DMEM_W-1:2]][3] <= st_data_i[31:24];
      end
    end
	end
  assign ld_data_o = dmem[addr_i[DMEM_W-1:2]];
endmodule : data_memory
module input_peripheral(
  input logic clk_i,
  input logic rst_ni,
  input logic [11:0] addr_i,
  input logic [31:0] io_button,
  input logic [31:0] io_sw,
  output logic [31:0] ld_data_o
  );
  logic [31:0] reg_sw;
  logic [31:0] reg_button;
  logic stable_o;
  typedef enum logic [1:0] {
    IDLE  = 2'b00,
    HOLD  = 2'b01,
    PRESS = 2'b10
  } state_e;
  state_e state_d;
  state_e state_q;
  always_comb begin
    case (state_q)
      IDLE:    state_d = io_button[0] ? PRESS : IDLE;
      PRESS:   state_d = io_button[0] ? HOLD  : IDLE;
      HOLD:    state_d = io_button[0] ? HOLD  : IDLE;
      default: state_d = IDLE;
    endcase
  end
  always_ff @(posedge clk_i) begin
    state_q <= state_d;
	end
  always@(posedge clk_i or negedge rst_ni) begin
	if (!rst_ni) begin
		reg_sw <= 32'd0;
		end
		else begin
      reg_sw <= io_sw[31:0];
  end
  end
  assign stable_o = (state_q == HOLD) ? 1'b1 : 1'b0;
  assign ld_data_o = (addr_i == 12'h900)? reg_sw:
                     (addr_i == 12'h910)? {31'd0,stable_o}: 32'dz;
endmodule
module lsu(
    input  logic 			clk_i		,
    input  logic 			rst_ni		,
    input  logic     		st_en_i 	,
    input  logic [11:0] 	addr_lsu_i	,
    input  logic [31:0]     st_data_i	,
    input  logic [ 3:0]     mask_i		,
    input  logic			unsign		,
    input  logic [31:0]		io_button	,
    input  logic [31:0] 	io_sw		,
    output logic [31:0]     ld_data_o	,
    output logic [31:0] 	io_lcd		,
    output logic [31:0] 	io_ledg		,
    output logic [31:0] 	io_ledr		,
    output logic [31:0] 	io_hex0		,
    output logic [31:0] 	io_hex1		,
    output logic [31:0] 	io_hex2		,
    output logic [31:0] 	io_hex3		,
    output logic [31:0] 	io_hex4		,
    output logic [31:0] 	io_hex5		,
    output logic [31:0] 	io_hex6		,
    output logic [31:0] 	io_hex7 
    );
	logic [1:0] addr_sel;
    wire logic [11:0] addr_periph_o;
    wire logic [10:0] addr_memory_o;
    wire logic [31:0] input_periph_i	;
    wire logic [31:0] output_periph_i	;
    wire logic [31:0] data_memory_i		;
    wire logic [31:0] ld_data		;
	wire logic [31:0] ld_data_byte	;
	wire logic [31:0] ld_data_half	;
	wire logic [31:0] ld_data_word	;
	wire logic [31:0] ld_data_byte_u;
	wire logic [31:0] ld_data_half_u;
    assign addr_sel = {addr_lsu_i[11],addr_lsu_i[8]};
	assign addr_periph_o = ((addr_sel == 2'b10)|(addr_sel == 2'b11))? addr_lsu_i : 12'd0;
	assign addr_memory_o = ((addr_sel == 2'b00)|(addr_sel == 2'b01))? addr_lsu_i[10:0] : 11'd0;
	input_peripheral input_peripheral(
      .clk_i(clk_i),
      .rst_ni(rst_ni),
      .addr_i(addr_periph_o),
      .io_button(io_button),
      .io_sw(io_sw),
      .ld_data_o(input_periph_i)
    );
    output_peripheral output_peripheral(
      .clk_i(clk_i),
      .rst_ni(rst_ni),
      .st_en_i(st_en_i),
      .addr_i(addr_periph_o),
      .st_data_i(st_data_i),
      .io_hex0(io_hex0),
      .io_hex1(io_hex1),
      .io_hex2(io_hex2),
      .io_hex3(io_hex3),
      .io_hex4(io_hex4),
      .io_hex5(io_hex5),
      .io_hex6(io_hex6),
      .io_hex7(io_hex7),
      .io_ledr(io_ledr),
      .io_ledg(io_ledg),
      .io_lcd(io_lcd),
      .ld_data_o(output_periph_i)
    );
    data_memory data_memory(
      .clk_i(clk_i),
      .rst_ni(rst_ni),
      .addr_i(addr_memory_o[10:0]),
      .st_en_i(st_en_i),
      .st_data_i(st_data_i),
      .mask_i(mask_i),
      .ld_data_o(data_memory_i)
    );
	assign ld_data = (addr_sel == 2'b11) ? input_periph_i:
			(addr_sel == 2'b10) ? output_periph_i :
			((addr_sel == 2'b00)|(addr_sel == 2'b01)) ? data_memory_i : data_memory_i ;
	assign ld_data_byte = {{24{ld_data[7]}},ld_data[7:0]};
	assign ld_data_half = {{16{ld_data[15]}},ld_data[15:0]};
	assign ld_data_word = ld_data;
	assign ld_data_byte_u = {24'd0,ld_data[7:0]};
	assign ld_data_half_u = {16'd0,ld_data[15:0]};
	assign ld_data_o = ({unsign,mask_i}==5'b00001)? ld_data_byte	:
               ({unsign,mask_i}==5'b10001)? ld_data_byte_u			:
               ({unsign,mask_i}==5'b00011)? ld_data_half 			:
               ({unsign,mask_i}==5'b10011)? ld_data_half_u			:
               ({unsign,mask_i}==5'b01111)? ld_data_word 			: 32'd0;
endmodule
module output_peripheral(
    input logic clk_i,
    input logic rst_ni,
    input logic st_en_i,
    input logic [11:0] addr_i,
    input logic [31:0] st_data_i,
    output logic [31:0] io_lcd,
    output logic [31:0] io_ledg,
    output logic [31:0] io_ledr,
    output logic [31:0] io_hex0,
    output logic [31:0] io_hex1,
    output logic [31:0] io_hex2,
    output logic [31:0] io_hex3,
    output logic [31:0] io_hex4,
    output logic [31:0] io_hex5,
    output logic [31:0] io_hex6,
    output logic [31:0] io_hex7,
    output logic [31:0] ld_data_o
    );
    logic [31:0] reg_lcd;
    logic [31:0] reg_ledg;
    logic [31:0] reg_ledr;
    logic [31:0] reg_hex0;
    logic [31:0] reg_hex1;
    logic [31:0] reg_hex2;
    logic [31:0] reg_hex3;
    logic [31:0] reg_hex4;
    logic [31:0] reg_hex5;
    logic [31:0] reg_hex6;
    logic [31:0] reg_hex7;
    logic en_reg_lcd;
    logic en_reg_ledg;
    logic en_reg_ledr;
    logic en_reg_hex0;
    logic en_reg_hex1;
    logic en_reg_hex2;
    logic en_reg_hex3;
    logic en_reg_hex4;
    logic en_reg_hex5;
    logic en_reg_hex6;
    logic en_reg_hex7;		
    assign en_reg_hex0 = (addr_i == 12'h800)? 1'b1 : 1'b0;
    assign en_reg_hex1 = (addr_i == 12'h810)? 1'b1 : 1'b0;
    assign en_reg_hex2 = (addr_i == 12'h820)? 1'b1 : 1'b0;
    assign en_reg_hex3 = (addr_i == 12'h830)? 1'b1 : 1'b0;
    assign en_reg_hex4 = (addr_i == 12'h840)? 1'b1 : 1'b0;
    assign en_reg_hex5 = (addr_i == 12'h850)? 1'b1 : 1'b0;
    assign en_reg_hex6 = (addr_i == 12'h860)? 1'b1 : 1'b0;
    assign en_reg_hex7 = (addr_i == 12'h870)? 1'b1 : 1'b0;
    assign en_reg_ledr = (addr_i == 12'h880)? 1'b1 : 1'b0;
    assign en_reg_ledg = (addr_i == 12'h890)? 1'b1 : 1'b0;
    assign en_reg_lcd  = (addr_i == 12'h8A0)? 1'b1 : 1'b0;
    always @(posedge clk_i or negedge rst_ni) begin : proc_hex0
     if (!rst_ni) begin
     reg_hex0 <= 32'd0;
     end
     else if (en_reg_hex0 & st_en_i) begin
        reg_hex0 <= st_data_i;
      end
    end
    always @(posedge clk_i or negedge rst_ni) begin : proc_hex1
     if (!rst_ni) begin
     reg_hex1 <= 32'd0;
     end
     else if (en_reg_hex1 & st_en_i) begin
        reg_hex1 <= st_data_i;
      end
    end
    always @(posedge clk_i or negedge rst_ni) begin : proc_hex2
     if (!rst_ni) begin
     reg_hex2 <= 32'd0;
     end
     else if (en_reg_hex2 & st_en_i) begin
        reg_hex2 <= st_data_i;
      end
    end
    always @(posedge clk_i or negedge rst_ni) begin : proc_hex3
     if (!rst_ni) begin
     reg_hex3 <= 32'd0;
     end
     else if (en_reg_hex3 & st_en_i) begin
        reg_hex3 <= st_data_i;
      end
    end
    always @(posedge clk_i or negedge rst_ni) begin : proc_hex4
     if (!rst_ni) begin
     reg_hex4 <= 32'd0;
     end
     else if (en_reg_hex4 & st_en_i) begin
        reg_hex4 <= st_data_i;
      end
    end
    always @(posedge clk_i or negedge rst_ni) begin : proc_hex5
     if (!rst_ni) begin
     reg_hex5 <= 32'd0;
     end
     else if (en_reg_hex5 & st_en_i) begin
        reg_hex5 <= st_data_i;
      end
    end
    always @(posedge clk_i or negedge rst_ni) begin : proc_hex6
     if (!rst_ni) begin
     reg_hex6 <= 32'd0;
     end
     else if (en_reg_hex6 & st_en_i) begin
        reg_hex6 <= st_data_i;
      end
    end
    always @(posedge clk_i or negedge rst_ni) begin : proc_hex7
     if (!rst_ni) begin
     reg_hex7 <= 32'd0;
     end
     else if (en_reg_hex7 & st_en_i) begin
        reg_hex7 <= st_data_i;
      end
    end
    always @(posedge clk_i) begin : proc_ledr
     if (en_reg_ledr & st_en_i) begin
        reg_ledr <= st_data_i;
      end
    end
    always @(posedge clk_i) begin : proc_ledg
     if (en_reg_ledg & st_en_i) begin
        reg_ledg <= st_data_i;
      end
    end		
    always @(posedge clk_i) begin : proc_lcd
     if (en_reg_lcd & st_en_i) begin
        reg_lcd <= st_data_i;
      end
    end		
    assign io_hex0 = {25'd0,reg_hex0[6:0]};
    assign io_hex1 = {25'd0,reg_hex1[6:0]};
    assign io_hex2 = {25'd0,reg_hex2[6:0]};
    assign io_hex3 = {25'd0,reg_hex3[6:0]};
    assign io_hex4 = {25'd0,reg_hex4[6:0]};
    assign io_hex5 = {25'd0,reg_hex5[6:0]};
    assign io_hex6 = {25'd0,reg_hex6[6:0]};
    assign io_hex7 = {25'd0,reg_hex7[6:0]};
    assign io_ledr = {15'd0,reg_ledr[16:0]};
    assign io_ledg = {24'd0,reg_ledg[7:0]};
    assign io_lcd  = {reg_lcd[31],20'd0,reg_lcd[10:0]};
    assign ld_data_o = (en_reg_hex0)? reg_hex0 :
                 (en_reg_hex1)? reg_hex1 :
                 (en_reg_hex2)? reg_hex2 :
                 (en_reg_hex3)? reg_hex3 :
                 (en_reg_hex4)? reg_hex4 :
                 (en_reg_hex5)? reg_hex5 :
                 (en_reg_hex6)? reg_hex6 :
                 (en_reg_hex7)? reg_hex7 : 
                 (en_reg_ledr)? reg_ledr :
                 (en_reg_ledg)? reg_ledg :
                 (en_reg_lcd)?  reg_lcd  : 32'd0;
endmodule	
### flow/run.sh
#!/bin/bash
# OpenROAD 26Q1-2900-gdf79404cd8, Yosys 0.63+post, stock flow scripts
make -C /OpenROAD-flow-scripts/flow DESIGN_CONFIG=/design/flow/config.mk WORK_HOME=/design/flow/orfs finish
### flow/config.mk
export PLATFORM = sky130hd
export DESIGN_NAME = lsu
export DESIGN_NICKNAME = lsu
export VERILOG_FILES = /design/flow/design.v
export SDC_FILE = /design/flow/constraint.sdc
export NUM_CORES = 4
export LEC_CHECK = 1
export CORE_UTILIZATION = 50
export SYNTH_MEMORY_MAX_BITS = 65536
### flow/constraint.sdc
current_design lsu

set clk_period 191.7
set clk_io_pct 0.2

create_clock -name clk0 -period $clk_period [get_ports {clk_i}]

set non_clock_inputs [all_inputs -no_clocks]
set_input_delay [expr $clk_period * $clk_io_pct] -clock clk0 $non_clock_inputs
set_output_delay [expr $clk_period * $clk_io_pct] -clock clk0 [all_outputs]
==> impl_metrics.py <==
# Generated from Yosys and OpenROAD reports
metrics = {
    "status": {
        "status": "complete, but fails checks",
        "violations": "capacitance limit, slew limit",
    },
    "clock_network": {
        "postCtsHoldBufs": 0,
        "clock_sinks": 16800,
        "htreeDepth": 7,
        "root_buffer": "clkbuf_16",
        "insertion_delay_ns": 1.34,
        "cts_tree": "yes",
        "clk_pin_slew_worst_paths_ns": 0.06,
        "post_cts_buffers": 0,
        "cts_buffers": 1719,
        "clk_path_buf_depth": 6,
        "cts_resized": 0,
    },
    "min_path": {
        "hp-start": "output_peripheral.reg_hex3[9]",
        "hold_depth": 1,
        "hold_end": "output_peripheral.reg_hex3[9]",
        "hp-class": "reg2reg",
    },
    "floorplan": {
        "fp.dieH_mm": 1.12,
        "io_pins": 500,
        "fp_util_pct": 50.2,
        "rows": 410,
        "chip_area_um2": 1260000,
        "die_x_mm": 1.12,
        "fp.coreArea_um2": 1250000,
    },
    "routing": {
        "ant_nets": 0,
        "vias": 379000,
        "wl_per_cell_um": 39.0,
        "finalWirelength_mm": 2200,
        "highest_layer": "met5",
        "viasPerCell": 6.70,
        "drtPass1Iterations": 9,
        "wl_met3_mm": 460,
        "drt-met1-wl_mm": 612,
        "drtIter0Drc": 30100,
        "drc": 0,
        "wl_met2_mm": 949,
    },
    "synth": {
        "ys_chip_area_um2": 627000,
        "topCombFamilyByArea": "AND-OR/OR-AND gates",
        "synth-main-ff-cell": "edfxtp_1",
        "synthSimpleGateAreaFrac_pct": 2.78,
        "ys.warnings.count": 4,
        "synth.distinct_cells": 99,
        "synth_flop_count": 16800,
        "edf_count": 16500,
        "mux_share_pct": 1.23,
        "ys_sh_aoi_pct": 13.2,
        "xor_area_share_pct": 0,
        "adder_share_pct": 0.00599,
        "ys_seq_share_pct": 80.1,
        "syn_area_per_cell_um2": 16.8,
        "syn_area_um2": 627000,
        "ys_cells": 37400,
        "async_flop_share_pct": 1.72,
        "syn-instance-count": 37400,
    },
    "timing": {
        "setup_violations": 0,
        "whs_ns": 0.500,
        "final_hold_viol_count": 0,
        "final.min_clock_period_ns": 87.27,
        "relSlewSlack_pct": -2.38,
        "skew_ns": 0.00143,
        "slew_violations": 3,
        "fmax_ghz": 0.0115,
        "rsz0062_at_grt": "false",
        "setup_tns_ns": 0,
        "worst_slew_pin_slew_ns": 1.53,
        "fin_crit_sh_pct": 45.5,
    },
    "placement": {
        "io_buffers": 209,
        "dp.cells": 53000,
        "dpl.hpwl_mm": 1390,
        "place_congestion": 0.985,
    },
    "critical_path": {
        "reg2reg_depth": 4,
        "crit_slowest_cell": "a311oi_1",
        "path_delay_family": "buffers and inverters",
        "end_kind": "primary output",
        "crit_type": "in2out",
        "cp-start-kind": "primary input",
        "worstPathRequired_ns": 153.36,
        "r2r_end": "input_peripheral.state_q[0]",
        "crit_chain": "buf_8 > or3b_4 > buf_4 > buf_4 > buf_4 > buf_4 > buf_4 > buf_4 > buf_4 > buf_4 > o22ai_1 > a22o_1 > nor3_1 > o22ai_1 > or3_1 > a221o_1 > a311oi_1 > a221oi_1 > o21ai_1 > clkdlybuf4s50_1",
        "crit_buf_inv": 10,
        "r2r_slack_ns": 190.79,
        "r2r-start": "input_peripheral.state_q[0]",
        "cpMostUsedCell": "buf_4",
        "critPathMaxFanout": 44,
        "cp.arrival_ns": 48.93,
        "max_stage_delay_ns": 1.06,
    },
    "final_layout": {
        "layout.cells.non_filler": 56600,
        "synthToLayoutAreaGrowth_pct": 12.6,
        "drive_gt1_share_pct": 12.1,
    },
    "global_routing": {
        "grt_antenna_before_repair": 287,
        "gr-total-overflow": 0,
        "grt_pass1_wl_mm": 3020,
        "grt_max_degree": 141,
        "first_global_vias": 393000,
        "grt_usage_pct": 39.0,
    },
    "flow_run": {
        "warnings": 243,
        "maxCapViolCount": 1,
    },
    "pwr": {
        "ir_drop_v": 0.00000883,
        "power.density_nw_per_um2": 10.9,
        "leakage_nw": 219,
    },
}
cell type report:
| class | count | area, µm² |
|---|---|---|
| multi-input cells | 17500 | 111000 |
| diodes | 525 | 1310 |
| fillers | 91800 | 542000 |
| inverters | 19 | 103 |
| flip-flops and latches | 16800 | 502000 |
| clock inverters | 979 | 9420 |
| well taps | 16700 | 20900 |
| repair buffers | 1960 | 16200 |
| clock buffers | 2071 | 44800 |
layer usage:
layer,vias up,global-route usage [%]
met3,5983,35.0
met5,-,12.2
met2,29700,50.4
li1,156000,-
met1,186000,41.4
met4,426,23.0
where the power goes:
part | switching (W) | leakage (nW) | internal, W
logic | 0.000296 | 40.1 | 0.0000768
clock network | 0.00136 | 26.5 | 0.00190
registers | 0.000000713 | 152 | 0.00403
total | 0.00166 | 219 | 0.00600
layout by cell type (no fill, tap or decap), types with 259 or more instances in the layout:
cell type / netlist / final
conb_1: 1 / 259
o22ai_1: 5891 / 5891
edfxtp_1: 16500 / 16500
buf_4: 580 / 1695
diode_2: 0 / 525
nand4_1: 515 / 515
a21oi_1: 588 / 584
dfrtp_1: 288 / 288
clkinv_2: 0 / 312
mux2i_1: 352 / 351
nand2_1: 447 / 383
a22o_1: 1100 / 1100
o21ai_0: 2555 / 2546
a221oi_1: 1031 / 1031
nor2_1: 2383 / 2310
mux2_2: 342 / 342
a22oi_1: 600 / 600
clkbuf_16: 0 / 1739
clkbuf_1: 1181 / 327
clkinv_1: 1 / 392
state kept, by name, summed over array words and instances (netlist names):
register	count
output_peripheral.reg_hex6	32
output_peripheral.reg_hex4	32
output_peripheral.reg_hex2	32
input_peripheral.state_q	2
output_peripheral.reg_hex3	32
output_peripheral.reg_hex5	32
output_peripheral.reg_lcd	32
output_peripheral.reg_ledr	32
data_memory.dmem	16384
output_peripheral.reg_ledg	32
output_peripheral.reg_hex7	32
output_peripheral.reg_hex0	32
output_peripheral.reg_hex1	32
input_peripheral.reg_sw	32
synth_stat cells (89+ instances only):
cell      count  area [µm²]
nor2_1     2383        8940
nand3_1      89         445
mux2i_1     352        3520
nor3_1      229        1150
o22ai_1    5891       36900
a21oi_1     588        2940
nand4_1     515        3220
buf_2      1124        5630
buf_4       580        4350
mux2_2      342        3850
a22o_1     1100        9630
buf_1       347        1300
a221oi_1   1031        9030
a211oi_1    118         886
edfxtp_1  16500      495000
o21ai_0    2555       12800
dfrtp_1     288        7210
clkbuf_1   1181        4430
o221ai_1    113         990
nand2_1     447        1680
a22oi_1     600        4500
through the flow:
step	worst slack [ns]	total power (W)	utilization [%]	instance area (µm²)
2_1_floorplan	112.47	0.00425	-	628000
3_3_place_gp	105.19	0.00446	52.1	650000
3_5_place_dp	105.16	0.00446	52.1	650000
4_1_cts	105.09	0.00766	56.4	704000
5_1_grt	104.54	0.00782	56.5	705000
6_report	104.43	0.00766	56.5	705000
how the worst max path moves through the flow:
| stage | start | end | slack, ns | depth (start not counted) |
|---|---|---|---|---|
| after CTS | addr_lsu_i[11] | ld_data_o[22] | 105.09 | 20 |
| after global routing | addr_lsu_i[11] | ld_data_o[22] | 104.54 | 19 |
| final | addr_lsu_i[11] | ld_data_o[22] | 104.43 | 20 |
kinds of logic after synthesis:
logic type	count (synthesis)
fa+ha+maj	3
compound gates	12600
simple gates	3942
flops	16800
other cells	1
buf+inv	3312
mux	709
Power is estimated from default activity; no workload was simulated.
