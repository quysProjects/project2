$ cat flow/run.sh
#!/bin/bash
# OpenROAD 26Q1-2900-gdf79404cd8, Yosys 0.63+post, stock flow scripts
make -C /OpenROAD-flow-scripts/flow DESIGN_CONFIG=/design/flow/config.mk WORK_HOME=/design/flow/orfs finish
$ cat flow/config.mk
export PLATFORM = sky130hd
export DESIGN_NAME = reg_file
export DESIGN_NICKNAME = reg_file
export VERILOG_FILES = /design/flow/design.v
export SDC_FILE = /design/flow/constraint.sdc
export NUM_CORES = 4
export LEC_CHECK = 1
export CORE_UTILIZATION = 40
$ cat flow/constraint.sdc
current_design reg_file

set clk_period 7.0
set clk_io_pct 0.2

create_clock -name clk0 -period $clk_period [get_ports {clk_i}]

set non_clock_inputs [all_inputs -no_clocks]
set_input_delay [expr $clk_period * $clk_io_pct] -clock clk0 $non_clock_inputs
set_output_delay [expr $clk_period * $clk_io_pct] -clock clk0 [all_outputs]
$ cat flow/design.v
module reg_file(
  input logic         	clk_i,
  input logic         	rst_ni,
  input logic		rd_wren_i,	 
  input logic [4:0]   	rs1_addr_i,
  input logic [4:0]   	rs2_addr_i,
  input logic [4:0]   	rd_addr_i,	 
  input logic [31:0]	rd_data_i,	 
  output logic [31:0]  	rs1_data_o,
  output logic [31:0]  	rs2_data_o	 
);
  logic [31:0]	 registers[0:31];
  always_ff@(posedge clk_i or negedge rst_ni) begin
	if (~rst_ni) begin
		for (int i=0; i < 32; i++) registers[i] <= 32'd0;
   	end else begin
		if (rd_wren_i & (rd_addr_i != 5'h0)) begin
			registers[rd_addr_i] <= rd_data_i;
		end
	end
  end
  assign  rs1_data_o =  registers[rs1_addr_i];
  assign  rs2_data_o =  registers[rs2_addr_i];
endmodule : reg_file
==> impl_table.tex <==
% Generated from flow reports
\begin{tabular}{lr}
\hline
Metric & Value \\
\hline
\multicolumn{2}{l}{\textbf{Synthesis}} \\
\quad Chip area from the yosys synthesis statistics & 51690 um2 \\
\quad Synth Register Bits & 1024 \\
\quad Mean instance size in the synthesized netlist & 11.78 um2 \\
\quad Share of the yosys chip area belonging to registers & 0.4958 \\
\quad Area of the mapped netlist & 51690 um2 \\
\quad Number of synthesized flops with an enable pin & 0 \\
\quad Netlist cell types & 69 \\
\quad Top\_reg\_cell synth & sky130\_fd\_sc\_hd\_\_dfrtp\_1 \\
\quad Yosys cell count & 4389 \\
\quad Synthesis Warnings & 2 \\
\quad Cells after Synth & 4389 \\
\quad Asr flop ratio synth & 1.000 \\
\multicolumn{2}{l}{\textbf{Finish}} \\
\quad Share of post-route cells with drive strength above 1 & 0.3613 \\
\quad Area grow syn2layout & 16.86\% \\
\quad Largest registers in the final layout & registers: 1024 flops \\
\quad Most common library cell in the layout ignoring fill and taps & sky130\_fd\_sc\_hd\_\_dfrtp\_1 \\
\quad Register with the most flip-flops & registers \\
\quad Number of flip-flops in the largest register & 1024 \\
\quad Final instance area & 60400 um2 \\
\quad Most used cells in the layout excluding fill and tap cells & sky130\_fd\_sc\_hd\_\_dfrtp\_1 (1024), sky130\_fd\_sc\_hd\_\_mux2\_2 (1009), sky130\_fd\_sc\_hd\_\_a22oi\_1 (700) \\
\multicolumn{2}{l}{\textbf{Power}} \\
\quad Pleak & 0.02611 uW \\
\quad Clock share of power & 0.375 \\
\quad Combinational share of power & 0.151 \\
\quad Register share of total power & 0.474 \\
\quad Net switching fraction of the power & 0.2971 \\
\quad Power density cells & 288.4 nW/um2 \\
\quad Worst supply voltage drop on vdd & 0.2122 mV \\
\quad Net switching power & 5176 uW \\
\quad Design internal power & 12240 uW \\
\multicolumn{2}{l}{\textbf{Clock tree}} \\
\quad Number of buffers inserted to repair setup after CTS & 0 \\
\quad Clock slew at the register clock pins of the worst setup and hold paths & 60 ps \\
\quad CTS Hold Buffers Added & 0 \\
\quad Clock tree from TritonCTS & done \\
\quad Clk sinks & 1024 \\
\quad Number of CTS-inserted buffers & 114 \\
\quad Cell at the root of the clock tree & sky130\_fd\_sc\_hd\_\_clkbuf\_16 \\
\quad Insertion delay of the later-clocked pin in the worst-skew pair & 780 ps \\
\quad CTS max path bufs & 3 \\
\quad Number of gates given a new drive strength after cts & 0 \\
\quad Count of H-tree levels built during CTS & 3 \\
\multicolumn{2}{l}{\textbf{Global routing}} \\
\quad Overall Global Routing Usage & 0.4688 \\
\quad Congestion Overflow GR & 0 \\
\quad Initial antenna violation count & 28 \\
\quad Largest net degree at the start of global routing & 130 \\
\quad First-pass GRT wire length & 396.4 mm \\
\quad Vias in the first global route & 45220 \\
\multicolumn{2}{l}{\textbf{STA}} \\
\quad Final-layout setup total negative slack & 0 ps \\
\quad Highest clock rate & 0.1433 GHz \\
\quad Min Tclk post-route & 6979 ps \\
\quad Relative slew slack & -0.03341 \\
\quad Final number of max-transition violations & 2 \\
\quad Slew @ Worst Pin & 1511 ps \\
\quad Post-route clock period utilization & 0.9971 \\
\quad Final hold violation count & 0 \\
\quad RSZ-0062 raised after global routing & no \\
\quad Final Setup Violations & 0 \\
\quad Clock Skews & 0 ps \\
\multicolumn{2}{l}{\textbf{Floorplanning}} \\
\quad Number of placed I/O pins & 114 \\
\quad Area of the die & 130700 um2 \\
\quad Die H & 361.5 um \\
\quad Number of placement rows & 131 \\
\quad Core Area & 127800 um2 \\
\quad Chip width & 361.5 um \\
\quad Initial cell density of the core & 0.4043 \\
\multicolumn{2}{l}{\textbf{Detailed routing}} \\
\quad Routed Antenna Nets & 0 \\
\quad Detailed-route wire length per cell & 47.16 um \\
\quad Count of routing violations after the opening detailed-route iteration & 5934 \\
\quad Final wirelength & 295.6 mm \\
\quad DR pass1 iterations & 8 \\
\quad Total number of vias & 45890 \\
\quad Detailed-route vias per instance & 7.321 \\
\quad DR DRC count & 0 \\
\multicolumn{2}{l}{\textbf{Run status}} \\
\quad Violations in the final reports & max-capacitance violations, max-slew violations \\
\quad Outcome & complete, but fails checks \\
\multicolumn{2}{l}{\textbf{Setup path}} \\
\quad Critical path class & input port to output pin \\
\quad Setup slack, reg-to-reg & 6040 ps \\
\quad Critical path launch point type & input port \\
\quad Type of element capturing the critical path & output pin \\
\quad Worst Path Max Fanout & 30 \\
\quad WP data required & 5600 ps \\
\quad Critical path arrival & 5580 ps \\
\multicolumn{2}{l}{\textbf{Job}} \\
\quad Max-cap violations & 1 \\
\quad Tool warnings & 46 \\
\multicolumn{2}{l}{\textbf{Place}} \\
\quad Buffers added on ports & 113 \\
\quad Cell area reported after detailed placement & 56380 um2 \\
\quad Dpl hpwl & 192.4 mm \\
\quad RePlAce Congestion & 1.090 \\
\multicolumn{2}{l}{\textbf{Worst hold path}} \\
\quad Worst hold path type & register to register \\
\hline
\end{tabular}
-- metrics by stage --
| step | std cells | setup WS, ps | util | total power (uW) | hold WS [ps] |
|---|---|---|---|---|---|
| floorplan | 4389 | 2747 | - | 9289 | 451.4 |
| global placement | 6052 | 258.5 | 0.4410 | 10810 | 388.5 |
| detailed placement | 6052 | 359.3 | 0.4410 | 10840 | 390.5 |
| CTS | 6259 | 340.8 | 0.4723 | 17330 | 405.4 |
| global route | 6261 | 256.9 | 0.4723 | 17870 | 412.3 |
| finish | 6268 | 20.64 | 0.4725 | 17420 | 402.7 |
-- power by group through the flow --
stage	Sequential [uW]	Clock, uW	Combinational, uW
6_report	8260	6530	2630
5_1_grt	8340	6770	2750
4_1_cts	8200	6570	2570
-- cells by family after synthesis --
family          share of synthesized area
compound gates                     0.1580
buf+inv                           0.03946
flops                              0.4958
simple gates                      0.07120
mux                                0.2356
-- routing by layer --
| layer | vias up | wire [um] | track usage |
|---|---|---|---|
| met1 | 23180 | 103700 | 0.5900 |
| met4 | 50 | 25950 | 0.2979 |
| li1 | 17090 | - | - |
| met5 | - | 502 | 0.007769 |
| met2 | 4090 | 116100 | 0.6092 |
| met3 | 1472 | 49360 | 0.2859 |
-- synthesized netlist by cell type, types with 27 or more instances --
library cell / instances / area share
sky130_fd_sc_hd__a21oi_1: 75 / 0.0073
sky130_fd_sc_hd__a221oi_1: 28 / 0.0047
sky130_fd_sc_hd__a22o_1: 55 / 0.0093
sky130_fd_sc_hd__a22oi_1: 700 / 0.10
sky130_fd_sc_hd__a31oi_1: 29 / 0.0035
sky130_fd_sc_hd__a32oi_1: 27 / 0.0046
sky130_fd_sc_hd__buf_1: 44 / 0.0032
sky130_fd_sc_hd__buf_2: 190 / 0.018
sky130_fd_sc_hd__clkbuf_1: 198 / 0.014
sky130_fd_sc_hd__dfrtp_1: 1024 / 0.50
sky130_fd_sc_hd__mux2_2: 1009 / 0.22
sky130_fd_sc_hd__mux2i_1: 61 / 0.012
sky130_fd_sc_hd__nand2_1: 195 / 0.014
sky130_fd_sc_hd__nand3_1: 45 / 0.0044
sky130_fd_sc_hd__nand4_1: 92 / 0.011
sky130_fd_sc_hd__nor2_1: 164 / 0.012
sky130_fd_sc_hd__nor3_1: 75 / 0.0073
sky130_fd_sc_hd__o21ai_0: 34 / 0.0033
-- worst paths after layout --
| kind | from | end | depth (start not counted) |
|---|---|---|---|
| worst max-delay path | rs2_addr_i[0] | rs2_data_o[24] | 10 |
| worst min-delay path | registers[0][14] | registers[0][14] | 0 |
| worst max register to register | registers[25][25] | registers[25][25] | 1 |
| worst min register to register | registers[0][14] | registers[0][14] | 0 |
| max in group asynchronous | rst_ni | registers[8][9] | 3 |
| min in group asynchronous | rst_ni | registers[20][26] | 1 |
-- critical path, cell delays in order --
cell                              delay (ps)
sky130_fd_sc_hd__buf_2                   470
sky130_fd_sc_hd__buf_12                  290
sky130_fd_sc_hd__nand2b_1                450
sky130_fd_sc_hd__buf_4                   270
sky130_fd_sc_hd__nor2_4                  120
sky130_fd_sc_hd__buf_12                  230
sky130_fd_sc_hd__a22o_1                  250
sky130_fd_sc_hd__a2111oi_0              1230
sky130_fd_sc_hd__a31oi_1                 310
sky130_fd_sc_hd__clkdlybuf4s50_1         510
-- cell type report --
type | count | area (um2)
well taps | 1662 | 2079
clock buffers | 154 | 3224
repair buffers | 452 | 4109
diodes | 9 | 22.52
multi-input cells | 2909 | 24550
fillers | 11440 | 67450
clock inverters | 53 | 770.7
inverters | 5 | 18.77
flip-flops and latches | 1024 | 25620
Power is estimated from default activity; no workload was simulated.
